`/design/flow/run.sh`:
```
#!/bin/bash
# OpenROAD 26Q1-2900-gdf79404cd8, Yosys 0.63+post, stock flow scripts
make -C /OpenROAD-flow-scripts/flow DESIGN_CONFIG=/design/flow/config.mk WORK_HOME=/design/flow/orfs finish
```
`/design/flow/design.v`:
```
parameter logic [31:0] ROM_BASE_ADDR   = 32'h00000000;
parameter logic [31:0] SRAM_BASE_ADDR  = 32'h00008000;
parameter logic [31:0] UART_BASE_ADDR  = 32'h40000000;
parameter logic [31:0] GPIO_BASE_ADDR  = 32'h40001000;
parameter logic [31:0] SPI_BASE_ADDR   = 32'h40002000;  
module tmcu_gpio (
    input  logic        clk,
    input  logic        rst_n,
    input  logic        psel,
    input  logic        penable,
    input  logic        pwrite,
    input  logic [7:0]  paddr,
    input  logic [31:0] pwdata,
    output logic [31:0] prdata,
    output logic        pready,
    inout  wire  [31:0] gpio_pins
);
    logic [31:0] gpio_out;   
    logic [31:0] gpio_dir;   
    genvar i;
    generate
        for (i = 0; i < 32; i = i + 1) begin : gpio_tristate
            assign gpio_pins[i] = gpio_dir[i] ? 1'bz : gpio_out[i];  
        end
    endgenerate
    always_ff @(posedge clk or negedge rst_n) begin
    if (!rst_n) begin
        prdata   <= 0;
        pready   <= 0;
        gpio_out <= 0;
        gpio_dir <= 0;
    end else if (psel && penable) begin
        pready <= 1;  
        if (pwrite) begin
            case (paddr[3:0])
                4'h0: gpio_out <= pwdata;   
                4'h4: gpio_dir <= pwdata;   
                default: ;
            endcase
        end else begin
            case (paddr[3:0])
                4'h0: prdata <= gpio_pins;  
                4'h4: prdata <= gpio_dir;   
                default: prdata <= 32'h0;
            endcase
        end
    end else begin
        pready <= 0;  
    end
end
endmodule
```
`/design/flow/config.mk`:
```
export PLATFORM = sky130hd
export DESIGN_NAME = tmcu_gpio
export DESIGN_NICKNAME = tmcu_gpio
export VERILOG_FILES = /design/flow/design.v
export SDC_FILE = /design/flow/constraint.sdc
export NUM_CORES = 4
export LEC_CHECK = 1
export CORE_UTILIZATION = 40
```
`/design/flow/constraint.sdc`:
```
current_design tmcu_gpio

set clk_period 1.6
set clk_io_pct 0.2

create_clock -name clk0 -period $clk_period [get_ports {clk}]

set non_clock_inputs [all_inputs -no_clocks]
set_input_delay [expr $clk_period * $clk_io_pct] -clock clk0 $non_clock_inputs
set_output_delay [expr $clk_period * $clk_io_pct] -clock clk0 [all_outputs]
```
==> Changelog: implementation <==
### Changed

* IO Port Bufs at 73
* Commonest cells post-synth: dfrtp_1 (97), mux2_2 (60), mux2i_1 (32), nand2_1 (32), o21ai_0 (31)
* Avg Cell Area, Syn at 14.0 um2
* Yosys top cell by area: dfrtp_1
* Vert. Die Dim at 101 um
* Distinct cells, synth at 19
* Post-cts hold-fix buffer tally at 0
* CTS H-tree depth at 3
* Yosys cell count at 281
* Place WS at -555 ps
* Top cell area share at 61.7%
* Placed insts at 481
* Die Wd at 101 um
* CTS root buffer: clkbuf_8
* Top FF cell, synth: dfrtp_1
* Setup bufs post-CTS at 2
* Dpl hpwl at 5350 um
* Pre-Place Util at 42.0%
* YS chip area at 0.00393 mm2
* Halt point of the flow: clock tree synthesis
* FP Rows at 35
* Count leader, synth: dfrtp_1
* Post-synth ARST share at 100%
* CTS Buf Count at 9
* Yosys Warn Count at 2
* Synth Seq Share at 61.7%
* Cell area after synthesis at 0.00393 mm2
* CTS Sinks at 97
* Resized cells post-CTS at 11
* Status: did not finish
* IO Pins at 110
* Error msg: [error] [KeplerFormal.cpp:679] Workflow failed: Iso has multiple drivers: .gpio_pins0, gpio_pins[0]$_DFFE_PN0P_.Q0
* Top cells by area: dfrtp_1 (62%), mux2_2 (17%), mux2i_1 (8.1%)
* Post-synth EDFFs at 0
* Clock buffer depth at 2
* Yosys reg bits at 97
* Post-synthesis cell count at 281
* RD Place Congestion at 0.767
[cell families after synthesis]
family          synth area share [%]
flops                           61.7
mux                             26.5
compound gates                  4.13
buf+inv                         2.89
simple gates                    4.80
[metrics by stage]
step           instance area [um2]  total power, uW
2_1_floorplan                 3930             2990
3_3_place_gp                  4860             3290
3_5_place_dp                  4860             3300
No activity file was given, so power comes from the tool's default toggle rates.
