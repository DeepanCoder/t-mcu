==> flow/config.mk <==
export PLATFORM = sky130hd
export DESIGN_NAME = tmcu_uart
export DESIGN_NICKNAME = tmcu_uart
export VERILOG_FILES = /design/flow/design.v
export SDC_FILE = /design/flow/constraint.sdc
export NUM_CORES = 4
export LEC_CHECK = 1
export CORE_UTILIZATION = 40
==> flow/constraint.sdc <==
current_design tmcu_uart

set clk_period 3.8
set clk_io_pct 0.2

create_clock -name clk0 -period $clk_period [get_ports {clk}]

set non_clock_inputs [all_inputs -no_clocks]
set_input_delay [expr $clk_period * $clk_io_pct] -clock clk0 $non_clock_inputs
set_output_delay [expr $clk_period * $clk_io_pct] -clock clk0 [all_outputs]
==> flow/design.v <==
parameter logic [31:0] ROM_BASE_ADDR   = 32'h00000000;
parameter logic [31:0] SRAM_BASE_ADDR  = 32'h00008000;
parameter logic [31:0] UART_BASE_ADDR  = 32'h40000000;
parameter logic [31:0] GPIO_BASE_ADDR  = 32'h40001000;
parameter logic [31:0] SPI_BASE_ADDR   = 32'h40002000;  
module tmcu_uart (
    input  logic       clk,
    input  logic       rst_n,
    input  logic       psel,
    input  logic       penable,
    input  logic       pwrite,
    input  logic [31:0] paddr,
    input  logic [31:0] pwdata,
    output logic [31:0] prdata,
    output logic        pready,
    input  logic       rx,
    output logic       tx
);
    logic [7:0] tx_data;
    logic       tx_start;
    logic       tx_busy;
    logic [7:0] rx_data;
    logic       rx_valid;
    logic       uart_enable;
    logic [15:0] baud_divider;
    always_ff @(posedge clk or negedge rst_n) begin
        if (!rst_n) begin
            prdata <= 0;
        end else if (psel && !pwrite) begin
            case (paddr[3:0])
                4'h0: prdata <= {24'b0, tx_data};         
                4'h4: prdata <= {24'b0, rx_data};         
                4'h8: prdata <= {30'b0, rx_valid, tx_busy};  
                4'hC: prdata <= {15'b0, uart_enable, baud_divider};  
                default: prdata <= 32'h0;
            endcase
        end
    end
    always_ff @(posedge clk or negedge rst_n) begin
        if (!rst_n) begin
            tx_start <= 0;
            uart_enable <= 0;
            baud_divider <= 16'd325;   
        end else if (psel && pwrite && penable) begin
            case (paddr[3:0])
                4'h0: begin
                    tx_data  <= pwdata[7:0];
                    tx_start <= 1'b1;
                end
                4'hC: begin
                    uart_enable <= pwdata[16];
                    baud_divider <= pwdata[15:0];
                end
            endcase
        end
    end
    uart_tx u_tx (
        .clk(clk),
        .rst_n(rst_n),
        .tx_start(tx_start),
        .tx_data(tx_data),
        .tx_busy(tx_busy),
        .tx(tx),
        .baud_div(baud_divider)
    );
    uart_rx u_rx (
        .clk(clk),
        .rst_n(rst_n),
        .rx(rx),
        .rx_valid(rx_valid),
        .rx_data(rx_data),
        .baud_div(baud_divider)
    );
endmodule
module uart_rx (
    input  logic       clk,
    input  logic       rst_n,
    input  logic       rx,
    output logic       rx_valid,
    output logic [7:0] rx_data,
    input  logic [15:0] baud_div
);
    logic [7:0] shift_reg;
    logic [3:0] bit_count;
    logic [15:0] baud_count;
    logic receiving;
    always_ff @(posedge clk or negedge rst_n) begin
        if (!rst_n) begin
            receiving <= 0;
            bit_count <= 0;
            baud_count <= 0;
            rx_valid <= 0;
        end else if (!receiving && !rx) begin  
            receiving <= 1;
            bit_count <= 0;
            baud_count <= baud_div >> 1;  
        end else if (receiving) begin
            if (baud_count == baud_div) begin
                shift_reg <= {rx, shift_reg[7:1]};
                bit_count <= bit_count + 1;
                baud_count <= 0;
                if (bit_count == 9) begin
                    rx_valid <= 1;
                    rx_data <= shift_reg;
                    receiving <= 0;
                end
            end else begin
                baud_count <= baud_count + 1;
            end
        end
    end
endmodule
module uart_tx (
    input  logic       clk,
    input  logic       rst_n,
    input  logic       tx_start,
    input  logic [7:0] tx_data,
    output logic       tx_busy,
    output logic       tx,
    input  logic [15:0] baud_div
);
    logic [9:0] shift_reg;
    logic [3:0] bit_count;
    logic [15:0] baud_count;
    logic sending;
    always_ff @(posedge clk or negedge rst_n) begin
        if (!rst_n) begin
            sending <= 0;
            bit_count <= 0;
            baud_count <= 0;
            tx <= 1;  
        end else if (tx_start && !sending) begin
            shift_reg <= {1'b1, tx_data, 1'b0};  
            sending <= 1;
            bit_count <= 0;
            baud_count <= 0;
        end else if (sending) begin
            if (baud_count == baud_div) begin
                tx <= shift_reg[0];
                shift_reg <= shift_reg >> 1;
                bit_count <= bit_count + 1;
                baud_count <= 0;
                if (bit_count == 9) sending <= 0;
            end else begin
                baud_count <= baud_count + 1;
            end
        end
    end
    assign tx_busy = sending;
endmodule
==> flow/run.sh <==
#!/bin/bash
# OpenROAD 26Q1-2900-gdf79404cd8, Yosys 0.63+post, stock flow scripts
make -C /OpenROAD-flow-scripts/flow DESIGN_CONFIG=/design/flow/config.mk WORK_HOME=/design/flow/orfs finish
==> impl_metrics.toml <==
# synthesis and place-and-route metrics
[outcome]
status = "complete, no violations"

[timing]
hold_violations = 0
final_max_slew_viol_count = 0
max_freq_mhz = 373.4
setup_ws_ps = 1122
finalCritPeriodShare_pct = 70.47
slew_headroom_pct = 43.96
post-route-min-period_ps = 2678
grt_setup_unrepaired = "no"
setup_violations = 0
finalSetupTns_ps = 0
worstMarginPinSlew_ps = 838.9
fin_worst_skew_ps = 8.670

[placement]
place_hpwl_um = 8257
pre_cts_slack_ps = 740.2
gp_congestion = 0.9055
io_buffers = 44

[clock_tree]
cts_buffer_depth = 2
cts_hold_buf = 0
cts_setup_buffers = 0
cts_resized = 0
clock-sinks = 113
cts-htree-levels = 4
numCtsBuffers = 17
cts.reportedPaths.clkPinSlew_ps = 50
insertion_delay_ps = 410
root_buffer = "clkbuf_16"
cts_tree = "done"

[drt]
vias = 3800
post_drt_via_cell_ratio = 5.227
firstDrtPassIters = 4
wirelength_um = 12240
drt_drc_violations_left = 0
initialDrtViolationCount = 264
ant_nets = 0
wl_per_cell_um = 16.84
diodes = 0

[power]
p_leak_nw = 2.891
p_per_area_nw_per_um2 = 549.6
irDropWorstVdd_mv = 0.3384

[finish]
final_util_pct = 48.88
nFillCells = 1163
max_flop_register = "prdata"
synthToLayoutAreaGrowth_pct = 19.67
layout-drive-gt1-share_pct = 12.61
largest_reg_flops = 17

[critical_path]
endpoint_kind = "flop"
critical_path_arrival_ps = 2970
crit_required_ps = 4090
cp_cell_sequence = "clkdlybuf4s50_1 > and2_1 > nand2_1 > or2_1 > buf_4 > mux2_1"
r2r_slack_ps = 1170
crit_fanout = 11
critPathKind = "input port to flop"
critPathLaunchType = "input port"
cp_slowest_cell = "clkdlybuf4s50_1"
cpPeakStageDelay_ps = 750

[logic_synthesis]
synth.distinct_cells = 52
yosys_warnings = 4
synth_flop_count = 113
ys_seq_share_pct = 53.19
topCellsByArea = "dfrtp_1 (33%), edfxtp_1 (18%), xor2_1 (6.4%)"
top_cell_area_share_pct = 32.79
synth_top_cell_by_area = "dfrtp_1"
ys_area_um2 = 5648
edf_count = 34
yosysCellCount = 489
async_reset_ff_share_pct = 69.91
synth_area_um2 = 5648
synth-main-ff-cell = "dfrtp_1"
synth_top_cell_by_count = "dfrtp_1"
synth_area_per_cell_um2 = 11.55
netlist_instances = 489
common_cells = "dfrtp_1 (74), xor2_1 (41), nand2_1 (35)"

[grt]
first_global_vias = 3793
grt_max_degree = 54
grt_overflow = 0
grt_pass1_wl_um = 20450
grtUsageTotal_pct = 19.04
antenna_found_initial = 0

[hold_path]
hp-class = "input port to asynchronous set/reset pin"

[floorplan]
die_h_um = 120.8
die_w_um = 120.8
core_area_um2 = 13830
die-area_um2 = 14600
num_rows = 43
ios = 104
fp-utilization_pct = 40.85

[run]
warning_count = 70
cap_violations = 0
## cells in the final DEF (no fill, tap or decap), types with 5 or more instances in the layout
cell              n
dfrtp_1          74
clkdlybuf4s50_1  43
xor2_1           41
nand2_1          35
edfxtp_1         34
nand3_1          33
o21ai_0          25
mux2i_1          20
xnor2_1          19
a22o_1           18
clkbuf_16        17
conb_1           16
mux2_2           15
nor2_1           14
buf_4            14
nor3_1           11
mux2_1           10
inv_1             9
nor4_1            8
a32o_1            8
nand4_1           6
ha_1              6
a21oi_1           5
dfstp_2           5
clkbuf_1          5
## critical path, delay by kind of cell
kind                   cells  cell delay [ps]
buffers and inverters      2             1020
AND/OR/NAND/NOR            3              870
multiplexers               1              320
## per-layer routing
| layer | global-route usage (%) | routed length [µm] | up-vias |
|---|---|---|---|
| met5 | 0 | 0 | - |
| met4 | 2.160 | 131 | 0 |
| met3 | 7.418 | 880 | 11 |
| met2 | 25.93 | 5364 | 96 |
| met1 | 31.06 | 5866 | 1859 |
| li1 | - | - | 1834 |
## cell type report
type	instances	area (µm²)	share of cell area, %
Clock buffer	26	499.2	7.386
Sequential cell	113	3004	44.45
Tap cell	180	225.2	3.332
Clock inverter	6	57.56	0.8515
Inverter	9	33.78	0.4998
Timing Repair Buffer	57	535.5	7.923
Multi-Input combinational cell	336	2404	35.56
## metrics by stage
stage	cell area [µm²]	total power, mW	cells	hold WS, ps
final	6759	3.715	727	377.1
after global routing	6759	3.914	727	429.2
after global placement	6202	2.238	695	404.5
after floorplan	5704	2.075	504	400.3
after CTS	6759	3.747	727	401.4
after detailed placement	6202	2.251	695	405.7
## logic make-up (layout without fill, tap and decap cells)
group / Yosys count / count (layout) / share of synthesized area [%]
other cells: 1 / 16 / 0.06640
compound gates: 73 / 73 / 9.016
simple gates: 133 / 133 / 12.25
buf+inv: 55 / 98 / 5.250
xor+xnor: 60 / 60 / 9.304
flops: 113 / 113 / 53.19
fa+ha+maj: 6 / 6 / 1.329
mux: 48 / 48 / 9.592
## path summary, 6_finish.rpt
kind,start,to,cells after the start
setup / recovery,paddr[3],baud_divider[14],6
hold / removal,rst_n,u_rx.bit_count[1],1
setup reg to reg,baud_divider[8],u_tx.shift_reg[0],6
hold reg to reg,u_rx.shift_reg[0],u_rx.rx_data[0],0
max in group asynchronous,rst_n,u_tx.tx,2
min in group clk0,u_rx.shift_reg[0],u_rx.rx_data[0],0
## power by group
| group | internal (mW) | switching [mW] | leakage, nW | total (mW) |
|---|---|---|---|---|
| sequential | 1.40 | 0.233 | 1.30 | 1.64 |
| combinational | 0.341 | 0.259 | 1.31 | 0.600 |
| clock | 0.961 | 0.518 | 0.274 | 1.48 |
Power is estimated from default activity; no workload was simulated.
